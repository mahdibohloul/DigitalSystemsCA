[flow/config.mk]
export PLATFORM = sky130hd
export DESIGN_NAME = EightBitComp
export DESIGN_NICKNAME = EightBitComp
export VERILOG_FILES = /design/flow/design.v
export SDC_FILE = /design/flow/constraint.sdc
export NUM_CORES = 4
export LEC_CHECK = 1
export CORE_AREA = 10 10 70 70
export DIE_AREA = 0 0 80 80
[flow/constraint.sdc]
current_design EightBitComp

set clk_period 1.6
set clk_io_pct 0.2

create_clock -name clk0 -period $clk_period

set non_clock_inputs [all_inputs -no_clocks]
set_input_delay [expr $clk_period * $clk_io_pct] -clock clk0 $non_clock_inputs
set_output_delay [expr $clk_period * $clk_io_pct] -clock clk0 [all_outputs]
[flow/design.v]
`timescale 1ns/1ns
module OneBitComp(input a, b, input l, g, output lt, gt);
    assign {lt, gt} = (a < b) ? 2'b10:
                          (a > b) ? 2'b01:
                          (a == b) ? {l, g}: 2'bx;
endmodule
`timescale 1ns/1ns
module EightBitComp (input [7:0]A, B, output lt, gt);
    wire [8:0] G;
    wire [8:0] L;
    assign G[8] = 0;
    assign L[8] = 0;
    genvar k;
    generate
        for (k = 7; k >= 0; k = k - 1) begin
            OneBitComp xx(A[k], B[k], L[k + 1], G[k + 1], L[k], G[k]);
        end
    endgenerate
    assign lt = L[0];
    assign gt = G[0];
endmodule
[flow/run.sh]
#!/bin/bash
# OpenROAD 26Q1-2900-gdf79404cd8, Yosys 0.63+post, stock flow scripts
make -C /OpenROAD-flow-scripts/flow DESIGN_CONFIG=/design/flow/config.mk WORK_HOME=/design/flow/orfs finish
==> summary.txt <==
The synthesis and PnR run went through. The flow ran to the end, but the final reports show violations. The final reports fail on setup timing. Global routing used 3.21% of the available tracks across all layers. The final layout contains a sequential cell count of 0. OpenROAD emitted warnings numbering 36.

Synthesis-to-finish area growth landed at 127%. Buffers placed on the I/O ports in this run total 18. After layout, the clock buffer instance count stands at 0.

Critical path required time landed at 1280 ps. For the worst setup path, the data arrival time is 1380 ps. Sequential standard cell area landed at 0 um^2. Per the GRT congestion report, total overflow comes to 0.

The initial antenna violation count came to 0. In the log, the iteration count for the first detailed-route pass is 2. In this run, distinct cell masters in the synthesized netlist total 21. Floorplan core area landed at 3420 um^2. OpenSTA lists the critical path startpoint as B[3]. Power density over the cells landed at 283 nW/um^2. Setup repair after global routing could not meet its margin everywhere. Entering global routing, the biggest net connects 6 pins. Maximum operating frequency landed at 589 MHz. Average wire per cell in the routed design landed at 10.0 um. Along the worst path, the maximum fanout reaches 3. The first global-routing pass estimated 1710 um of wire. The average instance in the mapped netlist occupies 7.81 um^2.

The capture point of the critical path was reported as gt. Fraction of final layout cells with drive strength greater than 1 landed at 65.2%. In this run, placement finished with an instance count of 113. Synthesis warning total landed at 0. The number of global-route vias before repair came to 381. In this run the maximum-capacitance check reported violations numbering 0. Max-slew violation count landed at 0. Share of Yosys cell area claimed by the top area cell type landed at 35.2%. In this run the count of I/O pins placed on the die edge is 18.

After its last routability iteration, the placer logged a weighted congestion of 0.853. Per the detail_route report, the via count comes to 398. Worst-case headroom to the max-slew limit landed at 85.5%. Die outline width landed at 80 um. The repair_antennas step left the layout with diodes totalling 0.

STA classifies the critical path startpoint as a primary input. The worst setup path is captured at a primary output. Hold-check failures listed in the final report amount to 0.

The routed layout reports a DRC error count of 0. The worst hold path belongs to the class in -> out. Once iteration 0 of detailed routing completed, the report listed 2 DRC markers.

After synthesis, the chip area reported by Yosys is 320 um^2. Portion of the clock cycle consumed by the worst path in the final layout landed at 106%. Count of instantiated cells in the yosys netlist landed at 41. Setup slack after layout landed at -97.4 ps.

Utilization of the core after routing landed at 21.3%. After floorplanning, the core was divided into 21 placement rows. According to the floorplan report, the die height is 80 um. The mapped netlist covers 320 um^2.

Slew at the pin closest to its max-slew limit landed at 217 ps. Timing analysis after detailed placement gives a worst setup slack of -1020 ps. The routed design could run at a clock period as short as 1700 ps.

Quantity of hold-fixing buffers added after cts landed at 0. Sequential cell area fraction in the yosys report landed at 0%. Once detailed placement completed, the half-perimeter wirelength came to 930 um. In the post-synthesis netlist, the biggest area contributors are sky130_fd_sc_hd__ha_1 35%, sky130_fd_sc_hd__inv_1 11%, sky130_fd_sc_hd__a41oi_2 5.1%. Number of vias per cell after detailed routing landed at 3.46.

The synthesized netlist handed to floorplanning was reported with a cell count of 41. The script extracted a total leakage power of 0.295 nW. Looking at the setup timing report, the critical path kind is in -> out. The end-of-flow timing check tallies setup violations at 2. The analysis reports a worst IR drop on VDD of 0.0735 mV. Starting density of the core landed at 9.38%. The wire length recorded after detailed routing is 1160 um. The final report lists a non-filler cell total of 115.

Total die size landed at 6400 um^2. Number of nets with antenna violations after detailed routing landed at 0. The cell type that accounts for the most area after synthesis is sky130_fd_sc_hd__ha_1.
==> cell families (layout without fill, tap and decap cells) <==
kind of cell / Yosys count / count (layout) / synth area share, %
and+or+nand+nor: 12 / 12 / 24.2
AOI/OAI and AO/OA: 11 / 11 / 30.1
adders and majority gates: 9 / 9 / 35.2
buffers and inverters: 9 / 37 / 10.5
==> repair_timing <==
action / in CTS / in global routing
resized: 67 / 11
setup buffers: 1 / 1
endpoints found under the setup margin: 2 / 2
pin swaps: 15 / 7
==> layout by cell type, fill, tap and decap left out, drive strengths merged, types with 2 or more instances in the layout <==
cell,n
inv,9
a21oi,2
nand3b,2
nand2b,2
buf,20
ha,9
clkbuf,2
nor2,2
dlygate4sd2,6
a41oi,2
==> critical path, stage by stage <==
cell and delay [ps]:
sky130_fd_sc_hd__buf_6 100, sky130_fd_sc_hd__inv_4 50, sky130_fd_sc_hd__ha_4 190, sky130_fd_sc_hd__or2b_1 240, sky130_fd_sc_hd__or2_1 230, sky130_fd_sc_hd__a41oi_2 130
sky130_fd_sc_hd__buf_2 120
==> final cells by class <==
| class | instances | area (um^2) |
|---|---|---|
| Inverter | 9 | 36.3 |
| Timing Repair Buffer | 28 | 219 |
| Tap cell | 46 | 57.6 |
| Multi-Input combinational cell | 32 | 415 |
| Fill cell | 385 | 2690 |
==> cell usage after synthesis (all sizes together), types with 2 or more instances <==
library cell / instances
a41oi: 2
a21oi: 2
nand2b: 2
inv: 9
nor2: 2
nand3b: 2
ha: 9
==> through the flow <==
| stage | instance area [um^2] | hold WS (ps) | TNS, ps | total power, mW |
|---|---|---|---|---|
| 2_1_floorplan | 320 | 855 | 0 | 0.0761 |
| 3_3_place_gp | 618 | 1780 | -1900 | 0.165 |
| 3_5_place_dp | 618 | 1790 | -1980 | 0.168 |
| 4_1_cts | 686 | 1200 | -241 | 0.185 |
| 5_1_grt | 728 | 1210 | -265 | 0.228 |
| 6_report | 728 | 1170 | -140 | 0.206 |
==> routing by layer <==
metal  track usage (%)  part of all wire [%]  wire length (um)  up-vias
met3             0.568                   5.1                59        0
met4                 0                     0                 0        0
met1              4.02                    44               505      184
li1                  -                     -                 -      207
met5                 0                     0                 0        -
met2              5.86                    51               590        7
==> power by group <==
part	leakage [nW]	switching (mW)	internal (mW)
logic	0.295	0.0837	0.122
registers	0	0	0
clock network	0	0	0
total	0.295	0.0837	0.122
==> worst min path at each step <==
stage	from	depth (start not counted)	slack (ps)	endpoint
after global routing	A[2]	5	1210	lt
final	A[2]	5	1170	lt
after CTS	A[2]	5	1200	gt
Power and IR drop assume default switching activity.
