$ cat ./run.sh
#!/bin/bash
# OpenROAD 26Q1-2900-gdf79404cd8, Yosys 0.63+post, stock flow scripts
make -C /OpenROAD-flow-scripts/flow DESIGN_CONFIG=/design/flow/config.mk WORK_HOME=/design/flow/orfs finish
$ cat ./config.mk
export PLATFORM = sky130hd
export DESIGN_NAME = FBUC
export DESIGN_NICKNAME = FBUC
export VERILOG_FILES = /design/flow/design.v
export SDC_FILE = /design/flow/constraint.sdc
export NUM_CORES = 4
export LEC_CHECK = 1
export CORE_AREA = 10 10 70 70
export DIE_AREA = 0 0 80 80
$ cat ./constraint.sdc
current_design FBUC

set clk_period 1.2
set clk_io_pct 0.2

create_clock -name clk0 -period $clk_period [get_ports {CLK}]

set non_clock_inputs [all_inputs -no_clocks]
set_input_delay [expr $clk_period * $clk_io_pct] -clock clk0 $non_clock_inputs
set_output_delay [expr $clk_period * $clk_io_pct] -clock clk0 [all_outputs]
$ cat ./design.v
`timescale 1ns/1ns
module FBUC (input PI, CLK, reset, ld, cnt, Ci, output reg[3:0] PO, output Co);
	always @(posedge CLK or posedge reset) begin : proc_PO
		if(reset) begin
			PO <= 4'b0;
		end else begin
			if(ld)
				PO <= PI;
			else if(cnt)
				PO <= Ci ? (PO + 1) : PO;
		end
	end
	assign Co = (cnt) ? &{PO, Ci} : 1'b0;
endmodule
==> flow_metrics.tcl <==
# metrics dict for downstream scripts
set metrics [dict create \
    max_slew_violation_total_from_the_final_report 0 \
    synthDominantAreaCellType "sky130_fd_sc_hd__dfrtp_1" \
    max_slew_margin_pct 90.08 \
    drc 0 \
    p_total_mw 0.3941 \
    synth_cell_type_count 13 \
    timing.final.hold_violations 0 \
    synth-cells-yosys 23 \
    die_width_um 80 \
    grt-ovfl-total 0 \
    actual_transition_at_the_worst_max_transition_pin_ns 0.1484 \
    max_fclk_mhz 804.4 \
    cp_slowest_cell "sky130_fd_sc_hd__dfrtp_1" \
    drt_pre_antenna_iters 4 \
    yosys_warnings 1 \
    critPathArrivalTime_ns 1.00 \
    grt_antenna_before_repair 0 \
    run_status "finished, violations left" \
    layout.filler_cells 388 \
    post_drt_wl_per_cell_um 7.696 \
    synth.area.top_cells "sky130_fd_sc_hd__dfrtp_1 46%, sky130_fd_sc_hd__xor2_1 8.1%, sky130_fd_sc_hd__nand3_1 6.9%, sky130_fd_sc_hd__mux2_4 6.9%, sky130_fd_sc_hd__nand2_1 6.9%" \
    synth.cell_area_um2 216.5 \
    count_of_hold_buffers_inserted_by_post_cts_repair 0 \
    detail_route.antenna_diodes 0 \
    cts_tree "done" \
    synth_flop_count 4 \
    ctsLongestPathBuffers 2 \
    insertion_delay_ns 0.23 \
    routed_via_count 237 \
    postSynthAreaPerCell_um2 9.411 \
    floorplan.initialDensity_pct 6.337 \
    die_area_um2 6400 \
    worst-path-max-fanout 2 \
    regMostFlops "PO" \
    warning_count 27 \
    routed_via_density 2.576 \
    floorplan_row_count 21 \
    setup_viols_final 1 \
    gp_congestion 0.6514 \
    grt_setup_unrepaired "yes" \
    groute.usage.overall_pct 2.250 \
    cp.buffers_inverters 1 \
    setup_total_negative_slack_ns -0.04323 \
    fin_crit_sh_pct 103.6 \
    critical_path.startpoint_type "flop" \
    fin_cells 92 \
    total_number_of_h_tree_levels 1 \
    pre_cts_ws_ns -0.5876 \
    largest_reg_flops 4 \
    postRouteWirelength_um 708 \
    critical_path.cell_chain "nand3_2, nor2_4, and2_4, buf_2" \
    clock-sinks 4 \
    postSynthCellCount 23 \
    layout_min_cycle_time_ns 1.243 \
    grt_max_degree 5 \
    worst_endpoint_required_time_ns 0.96 \
    number_of_placed_i_o_pins 11 \
    detailedRoute.firstIterationViolations 22 \
    finClkSkew_ns 0.005145 \
    floorplan.die.height_um 80 \
    portBuffers 10 \
    numCtsBuffers 3 \
    antenna_violating_nets_post_route 0 \
    hp-class "input pin to async pin" \
    postSynthSeqShare_pct 46.24 \
    grt_pass1_vias 276 \
    dpl.cell_count 87 \
    leakagePower_nw 0.2175 \
    hpwl_um 551.5 \
    layout.area.seq_um2 100.1 \
    setup.worst_path.end_class "primary output" \
    timing.setup.critical_path_class "flop to primary output" \
    synth_top_area_share_pct 46.24 \
    clockRootBuffer "sky130_fd_sc_hd__clkbuf_4" \
    timing.critical_path.max_delay_family "flip-flops" \
    area_delta_synth_final_pct 135.3 \
    mi_logic_area_um2 141.4 \
    max_stage_delay_ns 0.37 \
    core_region_area_um2 3416 \
    top_regs "PO x4" \
    grt_first_pass_wirelength_um 1207 \
    vdd_drop_max_mv 0.1533 \
    drive_above_1_share_pct 45.65 \
    drv_cap 0 \
    clk_pin_slew_ns 0.04 \
    powerDensity_nw_per_um2 774.0 \
    yosys.stat.chipArea_um2 216.5 \
    violations "setup timing" \
    postLayoutSetupSlackWorst_ns -0.04323 \
    commonest_non_fill_non_tap_cells_in_the_layout "6 x sky130_fd_sc_hd__buf_4, 5 x sky130_fd_sc_hd__buf_6, 4 x sky130_fd_sc_hd__dfrtp_1, 4 x sky130_fd_sc_hd__nand2_1" \
    final_layout_top_logic_cell "sky130_fd_sc_hd__buf_4" \
]
## report_power, final
| part | internal [mW] | switching, mW |
|---|---|---|
| clock | 0.112 | 0.0531 |
| sequential | 0.142 | 0.00434 |
| combinational | 0.0499 | 0.0327 |
| total | 0.304 | 0.0902 |
## metal layers
metal | vias to the layer above | global-route usage, % | share of wire (%)
li1 | 123 | - | -
met4 | 0 | 1.056 | 2.1
met3 | 2 | 1.250 | 8.9
met5 | - | 0 | 0
met2 | 8 | 3.130 | 44
met1 | 104 | 2.737 | 44
## layout make-up
class	instances	area share [%]
Clock buffer	3	4.423
Inverter	1	0.7371
Multi-Input combinational cell	18	27.76
Sequential cell	4	19.66
Tap cell	46	11.30
Timing Repair Buffer	20	36.12
## cell usage after synthesis
master and instances:
sky130_fd_sc_hd__dfrtp_1 4, sky130_fd_sc_hd__nand2_1 4, sky130_fd_sc_hd__nand3_1 3, sky130_fd_sc_hd__nor2_1 2, sky130_fd_sc_hd__xor2_1 2, sky130_fd_sc_hd__a21oi_1 1
sky130_fd_sc_hd__and2_2 1, sky130_fd_sc_hd__ha_1 1, sky130_fd_sc_hd__inv_1 1, sky130_fd_sc_hd__mux2_4 1, sky130_fd_sc_hd__nor2_2 1, sky130_fd_sc_hd__nor2b_1 1
sky130_fd_sc_hd__o21ai_0 1
## metrics by stage
| step | utilization, % | hold WS (ns) | cell area [um^2] |
|---|---|---|---|
| finish | 14.91 | 0.2038 | 509.2 |
| global route | 14.91 | 0.2126 | 509.2 |
| CTS | 14.84 | 0.1961 | 506.7 |
| detailed placement | 12.71 | 0.4521 | 434.2 |
| global placement | 12.71 | 0.4348 | 434.2 |
| floorplan | - | 0.006082 | 216.5 |
## final timing paths
check | from | end | slack, ns | cells past startpoint
max | PO[2] | Co | -0.04 | 4
min | reset | PO[3] | 0.20 | 2
max reg2reg | PO[3] | PO[3] | 0.09 | 4
min reg2reg | PO[1] | PO[1] | 0.66 | 3
max in group asynchronous | reset | PO[0] | 0.84 | 2
min in group clk0 | Ci | PO[1] | 0.59 | 4
## timing repair
item / in CTS / in global routing
pin swaps: 4 / 3
setup endpoints to repair: 6 / 4
gates resized: 21 / 5
buffers inserted: 5 / 0
## logic make-up (layout without fill, tap and decap cells)
logic type | after synthesis | after routing | synth area share (%)
xor+xnor | 2 | 2 | 8.094
mux | 1 | 1 | 6.934
buf+inv | 1 | 24 | 1.732
flops | 4 | 4 | 46.24
compound gates | 2 | 2 | 4.620
simple gates | 12 | 12 | 26.59
fa+ha+maj | 1 | 1 | 5.779
