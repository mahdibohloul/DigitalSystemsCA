## design/flow/config.mk

```make
export PLATFORM = sky130hd
export DESIGN_NAME = Moore0101
export DESIGN_NICKNAME = Moore0101
export VERILOG_FILES = /design/flow/design.v
export SDC_FILE = /design/flow/constraint.sdc
export NUM_CORES = 4
export LEC_CHECK = 1
export CORE_AREA = 10 10 70 70
export DIE_AREA = 0 0 80 80
```

## design/flow/design.v

```verilog
`timescale 1ns/1ns
module Moore0101 (
	input clk, j, reset,
	output w
);
	reg [2:0] ns;
	reg [2:0] ps;
	parameter [2:0] A = 3'd0, B = 3'd1, C = 3'd2, D = 3'd3, E = 3'd4;
	always @(ps, j) begin
		ns = A;
		case (ps)
			A: ns = j ? A : B;
			B: ns = j ? C : B;
			C: ns = j ? A : D;
			D: ns = j ? E : B;
			E: ns = j ? A : B;
		endcase
	end
	assign w = (ps == E) ? 1'b1 : 1'b0;
	always @(posedge clk, posedge reset) begin
		if(reset)
			ps <= A;
		else
			ps <= ns;
	end
endmodule
```

## design/flow/constraint.sdc

```tcl
current_design Moore0101

set clk_period 1.0
set clk_io_pct 0.2

create_clock -name clk0 -period $clk_period [get_ports {clk}]

set non_clock_inputs [all_inputs -no_clocks]
set_input_delay [expr $clk_period * $clk_io_pct] -clock clk0 $non_clock_inputs
set_output_delay [expr $clk_period * $clk_io_pct] -clock clk0 [all_outputs]
```

## design/flow/run.sh

```bash
#!/bin/bash
# OpenROAD 26Q1-2900-gdf79404cd8, Yosys 0.63+post, stock flow scripts
make -C /OpenROAD-flow-scripts/flow DESIGN_CONFIG=/design/flow/config.mk WORK_HOME=/design/flow/orfs finish
```

==> impl_metrics.yaml <==
# flow metrics
run_status:
  status: "finished clean"
die:
  chip_area_sq_um: 6400
  ioPinCount: 4
  coreArea_sq_um: 3416
  initCoreUtil: 0.04945
  die_w_um: 80
  rows: 21
  die_h_um: 80
pwr:
  ir_drop_mv: 0.2906
  power.leakage_nw: 0.1199
  powerDensity_nw_per_um2: 1696
global_route:
  grt_use_met1: 0.01472
  grt_use_total: 0.01416
  busiest_layer: "met3"
  grt_overflow_total: 0
  grt_max_degree: 6
  grtUsageMet3: 0.02614
  grt_pass1_wl_um: 627
  first_global_vias: 142
  antenna_found_initial: 0
  met2_usage: 0.01284
clock_tree:
  ctsHoldBuffers: 0
  cts_root_buffer: "clkbuf_4"
  cts.sinks: 5
  clk_pin_slew_ns: 0.04
  htree_levels: 1
  cts_tree: "built"
  cts_buffers: 3
  cts.path.max_buffers: 2
  clk_latency_ns: 0.24
synth:
  syn_area_sq_um: 168.9
  ys.flops: 5
  synth-area-yosys_sq_um: 168.9
  ys_seq_share: 0.7481
  avgSynthCellArea_sq_um: 14.08
  ys_cells: 12
  syn_inst: 12
  ys_types: 8
  yosysWarnings: 1
drt:
  viasPerCell: 1.742
  detail_route.wl_per_cell_um: 5.485
  first_pass_iters: 2
  routed-via-count: 115
  routed_wl_um: 362
  ant_nets: 0
  drt_iter0_drc: 5
  drc: 0
  n_antenna_cell: 0
placement:
  gp_congestion: 0.6264
  hpwl_um: 289.2
  port_buffers: 3
  post_dp_cell_area_sq_um: 264.0
critical_path:
  path_delay_family: "flip-flops"
  worstPathRequired_ns: 1.12
  critPathCaptureType: "flip-flop"
  crit_buf_inv: 1
  critical_path.max_fanout: 2
  worstSetupPathType: "flip-flop to flip-flop"
  critPathSlowestCell: "dfrtp_1"
  startpoint_type: "flip-flop"
  slowest_delay_ns: 0.37
  r2r_start: "ps[1]$_DFF_PP0_"
  worstSetupStartpoint: "ps[1]$_DFF_PP0_"
  arrival_ns: 1.06
  worstPathCellList: "buf_4 -> nor4_2 -> nor2_1"
cells_and_area:
  reg.largest.list: "ps x5"
  fillers: 411
  fin_area_sq_um: 291.5
  drive_above_1_share: 0.4000
  top_register: "ps"
  area_delta_synth_final_pct: 72.59
  largest_register_ff_count: 5
  utilization: 0.08535
run:
  tool_warnings: 26
  maxCapViolCount: 0
sta:
  hold_violations: 0
  slew_headroom: 0.8701
  period_minus_slack_ns: 0.9390
  rsz0062_at_grt: "yes"
  finalMaxSlewViolations: 0
  finalSetupTns_ns: 0
  finalSetupViolCount: 0
  worstMarginPinSlew_ns: 0.1933
  max_freq_ghz: 1.065
  fin_worst_skew_ns: 0.003085
  period_used_share: 0.9390
min_path:
  worst_hold_path_type: "input pin to asynchronous set/reset pin"
## repair_timing
action | CTS | global route
resized | 2 | 2
setup buffers | 0 | 0
setup endpoints to repair | 1 | 2
## power breakdown
part           leakage [nW]  switching [mW]  internal, mW
combinational        0.0393          0.0128        0.0212
clock                0.0150          0.0826         0.151
sequential           0.0656         0.00815         0.219
## path summary, 6_finish.rpt
check                           slack (ns)               to  depth (start not counted)
max in group asynchronous             0.60  ps[0]$_DFF_PP1_                          2
worst max-delay path                  0.06  ps[3]$_DFF_PP0_                          3
worst min-delay path                  0.15  ps[4]$_DFF_PP0_                          2
worst max register to register        0.06  ps[3]$_DFF_PP0_                          3
min in group clk0                     0.49  ps[0]$_DFF_PP1_                          1
worst min register to register        0.49  ps[0]$_DFF_PP1_                          1
## cell usage after synthesis
cell type,n,share of area
dfstp_2,1,0.16
dfrtp_1,4,0.59
nor2b_1,1,0.037
nor4_1,1,0.037
nor2_1,1,0.022
o31a_2,1,0.059
and2_1,2,0.074
inv_1,1,0.022
## area by class of cell
type / instances / area (sq um) / share of cell area
Inverter: 1 / 3.754 / 0.01288
Sequential cell: 5 / 126.4 / 0.4335
Clock buffer: 4 / 26.28 / 0.09013
Multi-Input combinational cell: 6 / 45.04 / 0.1545
Tap cell: 46 / 57.56 / 0.1974
Timing Repair Buffer: 4 / 32.53 / 0.1116
## per-stage QoR
step | hold slack, ns | power (mW) | setup WS, ns | cells
3_5_place_dp | 0.4109 | 0.2601 | 0.01547 | 62
6_report | 0.1525 | 0.4945 | 0.06101 | 66
4_1_cts | 0.1479 | 0.5007 | 0.003523 | 66
5_1_grt | 0.1587 | 0.5328 | -0.006617 | 66
3_3_place_gp | 0.4076 | 0.2580 | 0.009131 | 62
2_1_floorplan | -0.02221 | 0.2433 | 0.2193 | 12
## metal layers
metal / share of wire / wire length (um)
met1: 0.43 / 155
met2: 0.26 / 95
met3: 0.31 / 112
met4: 0 / 0
met5: 0 / 0
## cell families after synthesis
kind of cell / share of synthesized area
buf+inv: 0.02220
flops: 0.7482
simple gates: 0.1704
compound gates: 0.05926
## placed cells by master, fill, tap and decap left out
| master | instances |
|---|---|
| and2_1 | 2 |
| buf_4 | 1 |
| clkbuf_1 | 1 |
| clkbuf_2 | 1 |
| clkbuf_4 | 3 |
| clkdlybuf4s50_1 | 2 |
| dfrtp_1 | 4 |
| dfstp_2 | 1 |
| inv_1 | 1 |
| nor2_1 | 1 |
| nor2b_1 | 1 |
| nor4_2 | 1 |
| o31a_2 | 1 |
No activity file was given, so power comes from the tool's default toggle rates.
